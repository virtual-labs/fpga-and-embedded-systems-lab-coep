<file path="flow/run.sh">
#!/bin/bash
# OpenROAD 26Q1-2900-gdf79404cd8, Yosys 0.63+post, stock flow scripts
make -C /OpenROAD-flow-scripts/flow DESIGN_CONFIG=/design/flow/config.mk WORK_HOME=/design/flow/orfs finish
</file>
<file path="flow/config.mk">
export PLATFORM = sky130hd
export DESIGN_NAME = bm_expr_all_mod
export DESIGN_NICKNAME = bm_expr_all_mod
export VERILOG_FILES = /design/flow/design.v
export SDC_FILE = /design/flow/constraint.sdc
export NUM_CORES = 4
export LEC_CHECK = 1
export CORE_AREA = 10 10 304 304
export DIE_AREA = 0 0 314 314
</file>
<file path="flow/constraint.sdc">
current_design bm_expr_all_mod

set clk_period 22.1
set clk_io_pct 0.2

create_clock -name clk0 -period $clk_period [get_ports {clock}]

set non_clock_inputs [all_inputs -no_clocks]
set_input_delay [expr $clk_period * $clk_io_pct] -clock clk0 $non_clock_inputs
set_output_delay [expr $clk_period * $clk_io_pct] -clock clk0 [all_outputs]
</file>
<file path="flow/design.v">
module 	bm_expr_all_mod(clock, 
		reset_n, 
		a_in, 
		b_in,
		out1,
		out0,
		number_in_1,
		number_in_2,
		number_in_3,
		land_1,
		lor_1,
		lor_2,
		land_2,
		land_out,
		lor_out,
		leq_out,
		lneq_out,
		lgt_out,
		lge_out,
		llt_out,
		lle_out,
		add_out,
		sub_out,
		shift_l1_out,
		shift_r1_out,
		shift_l2_out,
		shift_r2_out,
		and_out,
		or_out,
		xor_out,
		xnor_out,
		lembed_out,
		embed_out,
		bit_sel_out,
		concat_out,
		range_select_out,
		number_out,
		number_out2,
		not_out,
		lnot_out,
		two_compliment_out
);
input	clock;
input 	reset_n;
input [32-1:0] a_in;
input  b_in;
output [32-1:0] out0;
output  out1;
reg [32-1:0]    out0;
reg     out1;
input [32-1:0]	number_in_1;
input [32-1:0]	number_in_2;
input [32-2:0]	number_in_3;
input [32-1:0]land_1;
input [32-1:0]lor_1;
input lor_2;
input land_2;
output land_out;
reg land_out;
output lor_out;
reg lor_out;
output leq_out;
reg leq_out;
output lneq_out;
reg lneq_out;
output lgt_out;
reg lgt_out;
output lge_out;
reg lge_out;
output llt_out;
reg llt_out;
output lle_out;
reg lle_out;
output [32-1:0]	add_out;
reg [32-1:0]	add_out;
output [32-1:0]	sub_out;
reg [32-1:0]	sub_out;
output [32-1:0]	shift_l1_out;
reg [32-1:0]	shift_l1_out;
output [32-1:0]	shift_r1_out;
reg [32-1:0]	shift_r1_out;
output [32-1:0]	shift_l2_out;
reg [32-1:0]	shift_l2_out;
output [32-1:0]	shift_r2_out;
reg [32-1:0]	shift_r2_out;
output [32-1:0]	and_out;
reg [32-1:0]	and_out;
output [32-1:0]	or_out;
reg [32-1:0]	or_out;
output [32-1:0]	xor_out;
reg [32-1:0]	xor_out;
output [32-1:0]	xnor_out;
reg [32-1:0]	xnor_out;
output lembed_out;
reg lembed_out;
output [32-1:0] embed_out;
reg [32-1:0] embed_out;
always @(posedge clock)
begin
	land_out <= land_1 && land_2;
	lor_out <= lor_1 || lor_2;
	leq_out <= land_1 == lor_1;
	lneq_out <= land_1 != lor_1;
	lgt_out <= land_1 > lor_1;
	lge_out <= land_1 >= lor_1;
	lle_out <= land_1 <= lor_1;
	llt_out <= land_1 < lor_1;
	add_out <= number_in_1 + number_in_2;
	sub_out <= number_in_1 - number_in_2;
	shift_l1_out <= number_in_1 << 4'b0010;
	shift_l2_out <= number_in_1 << 3;
	shift_r1_out <= number_in_1 >> 4'b0011;
	shift_r2_out <= number_in_1 >> 1;
	and_out <= number_in_1 & number_in_3;
	or_out <= number_in_1 | number_in_3;
	xor_out <= number_in_1 ^ number_in_3;
	xnor_out <= number_in_1 ~^ number_in_3;
	lembed_out <= (((land_1 == lor_1) || (land_2 != lor_2) || (number_in_1 > number_in_2)) && (number_in_1 <= number_in_2));
	embed_out <= (((number_in_1 + number_in_2 - number_in_3) & (number_in_3)) | (((number_in_1 ~^ number_in_2) ^ number_in_1)));
end  
output bit_sel_out;
reg bit_sel_out;
output [32-1:0] concat_out;
reg [32-1:0] concat_out;
output [32-1:0] range_select_out;
reg [32-1:0] range_select_out;
always @(posedge clock)
begin
	bit_sel_out <= number_in_1[2] & land_2;
	concat_out <= {number_in_1[0], number_in_2[0], number_in_3[0], number_in_1[1]} & land_1;
	range_select_out <= number_in_1[2:1] & {land_2, land_2};
end  
output [32-1:0] number_out;
reg [32-1:0] number_out;
output [32-1:0] number_out2;
reg [32-1:0] number_out2;
always @(posedge clock)
begin
	number_out <= 4'b1010 & land_1;
	number_out2 <= 4'b1010 & lor_1;
end 
output [32-1:0] not_out;
reg [32-1:0] not_out;
output lnot_out;
reg lnot_out;
output [32-1:0] two_compliment_out;
reg [32-1:0] two_compliment_out;
endmodule
</file>
==> COMMIT_EDITMSG <==
Update PnR metrics after Yosys + OpenROAD run

- The synthesized netlist handed to floorplanning was reported with a cell count of 1,700.
- Global routing used 12.0% of the available tracks.
- Total overflow reported by the global router: 0
- RSZ-0062 raised after global routing: no
* Number of DRC markers in iteration 0: 606
* Placement row count: 107
- The post-CTS hold buffer count recorded in the log is 0.
- Setup Viol. Count Final: 0
- The die covers 98,600 sq um.
- Count of fill cells added during filler insertion: 9,224
- The placement stage leaves a total instance area of 20,400 sq um.
- No sink is reached through more buffers than the 3 on the longest clock path.
- Looking at the cell usage after synthesis, the top flip-flop cell is dfxtp_1.
- Count of port buffers added during placement: 523
- End point of the worst hold path: number_out2[3]
- Per the final layout report, the fraction of cells sized above drive strength 1 comes to 3.74%.
- VDD sags by at most 0.0510 mV.
* CP Data Arrival Time: 10,230 ps
- Per the detail_route report, vias per standard cell equal 3.67.
- Resized cells post-CTS: 0
* Hold_sp: lor_1[3]
- Largest stage delay on the critical path: 690 ps
- Cell depth of the worst hold path: 1
- Area taken by multi-input logic gates: 7390 sq um
- Power per unit of standard cell area: 76.5 nW/um^2
- EDFF count, synth: 0
* Slew at the pin closest to its max-slew limit: 828 ps
- Number of different library cells in the post-synthesis netlist: 65
- Dividing the detail-routed wire length by the instance count gives 18.5 um.
* Vias after detailed routing: 12,100
* Post-route DRC: 0
- Critical path class: in2reg
- Per the gpl log, the routability congestion estimate is 0.917.
* Clock-pin slew on the worst setup and hold paths: 60 ps
- The average instance in the mapped netlist occupies 9.02 sq um.
- Entering global routing, the biggest net connects 15 pins.
- In the placement report, post-DP HPWL is listed as 53,000 um.
* Floorplan core density: 17.9%
- Checking max transition, the worst relative margin is 44.4%.
- Post-synthesis instance area: 15,300 sq um
* Y dimension of the die: 314 um
- Initial antenna violation count: 6
- Commonest non-fill, non-tap cells in the layout: clkdlybuf4s50_1, dfxtp_1, conb_1
- Yosys reported that registers with async set or reset make up 0%.
- TritonCTS clock tree: built
- The most numerous cell type found on the critical path is a21oi_1.
* Sum of routed wire length over all layers: 61,500 um
- Fraction of the cycle the final worst path needs: 44.5%
- Summed over all cells, the static leakage comes to 0.00971 uW.
* Horizontal extent of the die: 314 um
- Startpoint types: input pin
* CP Capture Type: register
- Per the CTS log, the root buffer master is clkbuf_16.
* Detailed-router iteration count before antenna repair: 5
- Critical-path cell list: clkdlybuf4s50_1 > ha_1 > nor2_1 > a221oi_2 > o21ai_2 > o21ba_2 > a31oi_1 > o21ai_0 > a21oi_1 > xnor2_1 > ha_1 > a21o_1 > a21oi_1 > nor2b_1 > o41ai_1 > o2bb2ai_1 > a21oi_1 > a31oi_1 > xor2_1 > a211oi_1 > a21oi_1
- Number of clock sinks seen by CTS: 271
- 784 I/O pins were placed.
- The highest clock rate this design can be run at is 102 MHz.
- Crit Path Max Fanout: 10
- The area taken by sequential standard cells is reported as 5430 sq um.
* Total CTS buffers: 36
- Floorplan core area: 85,400 sq um
- Per the Yosys statistics, synthesis produced 1,700 cells.
- Setup total negative slack on the finished layout was measured at 0 ps.
* Post-DRT Antenna Nets: 0
* Outcome: complete, no violations
* Final count of hold timing violations: 0
- Slew Limit Fails: 0
- The clock H-tree reported by CTS has 2 levels.
- Number of storage elements in the synthesis netlist: 271
* Hold Path Class: in2reg
* Dominant logic cell type in the layout: clkdlybuf4s50_1
- On the final layout, the worst hold slack is 4390 ps.
* Maximum capacitance violations: 0
* Area of the synthesized netlist per yosys stat: 15,300 sq um
* Design Area, Final: 21,500 sq um
- The synthesis log from Yosys contains 99 warnings.
- The first global-routing pass estimated 86,600 um of wire.
* Clock period minus final worst setup slack: 9830 ps
* Data required time of the worst path: 22,500 ps
* Tally of OpenROAD warnings: 121
* Area Growth Syn to Fin: 40.5%
- Portion of the post-synthesis area used by sequential elements: 35.4%
- Among all stages on the critical path, the largest delay is contributed by ha_1.
- Looking at the post-CTS report, the setup buffer insertion count equals 0.
- The number of global-route vias before repair is 12,700.
[critical path, delay by kind of cell]
kind | cells | cell delay (ps)
AOI/OAI and AO/OA | 14 | 3650
xor gates and xnor gates | 2 | 390
adders and majority gates | 2 | 940
buffers and inverters | 1 | 650
and+or+nand+nor | 2 | 180
[flip-flops by register name, indices dropped and copies added, names as in the netlist, 2 cells and up]
name          count
add_out          31
xor_out          31
sub_out          32
xnor_out         32
number_out2       2
and_out          31
shift_r1_out     29
number_out        2
embed_out        32
concat_out        4
or_out           31
shift_l1_out      3
[power by group]
part	switching [uW]	leakage, uW	total, uW	internal (uW)
combinational	234	0.00688	491	257
sequential	19.7	0.00228	574	554
clock	245	0.000555	584	339
[how the worst max path moves through the flow]
stage	from	to	slack, ps	depth (start not counted)
after global routing	number_in_1[1]	embed_out[30]	11880	23
after CTS	number_in_1[1]	embed_out[30]	12260	24
final	number_in_1[4]	embed_out[30]	12270	21
[cells by family after synthesis]
kind of cell               share of synthesized area, %
AOI/OAI and AO/OA                                  12.5
xor gates and xnor gates                           6.34
adders and majority gates                          15.6
buffers and inverters                              21.9
DFF                                                35.4
other                                            0.0245
and+or+nand+nor                                    8.21
[final cells by class]
class / instances / share of cell area, %
diodes: 3 / 0.0348
clock buffers: 43 / 4.49
clock inverters: 19 / 0.929
inverters: 223 / 3.89
multi-input cells: 1081 / 34.3
flip-flops and latches: 271 / 25.2
well taps: 1144 / 6.64
repair buffers: 530 / 24.5
[synth_stat cells (3+ instances only)]
| cell | n | area (sq um) |
|---|---|---|
| a211o_1 | 3 | 26.3 |
| a211oi_1 | 8 | 60.1 |
| a21boi_0 | 3 | 22.5 |
| a21o_1 | 43 | 323 |
| a21oi_1 | 93 | 465 |
| a31oi_1 | 9 | 56.3 |
| and2_1 | 8 | 50.1 |
| and3_1 | 5 | 31.3 |
| buf_1 | 3 | 11.3 |
| buf_2 | 9 | 45.0 |
| buf_4 | 317 | 2380 |
| clkbuf_1 | 20 | 75.1 |
| dfxtp_1 | 271 | 5430 |
| fa_1 | 3 | 60.1 |
| ha_1 | 186 | 2330 |
| inv_1 | 219 | 822 |
| nand2_1 | 29 | 109 |
| nand2b_1 | 8 | 50.1 |
| nand3_1 | 15 | 75.1 |
| nand4_1 | 21 | 131 |
| nor2_1 | 101 | 379 |
| nor2b_1 | 16 | 100 |
| nor3_1 | 16 | 80.1 |
| nor4_1 | 20 | 125 |
| o211a_1 | 4 | 40.0 |
| o211ai_1 | 4 | 30.0 |
| o21a_1 | 18 | 135 |
| o21ai_0 | 57 | 285 |
| o21ba_2 | 3 | 30.0 |
| o21bai_1 | 18 | 135 |
| o31a_1 | 3 | 26.3 |
| o31ai_1 | 5 | 37.5 |
| or2_2 | 3 | 18.8 |
| or3_1 | 3 | 18.8 |
| or4_1 | 5 | 37.5 |
| xnor2_1 | 81 | 709 |
| xor2_1 | 30 | 263 |
[through the flow]
stage               setup WS [ps]  instances  utilization (%)  power [uW]
global placement            11700       3249             23.8        1080
CTS                         12260       3311             25.2        1690
global route                11880       3311             25.2        1760
finish                      12270       3314             25.2        1650
detailed placement          11710       3249             23.8        1080
floorplan                   13930       1925                -         816
[per-layer routing]
layer	global-route usage (%)	vias up	wire (um)	share of wire, %
li1	-	5928	-	-
met1	14.6	5539	24700	40
met2	19.6	589	28500	46
met3	4.92	83	6360	10
met4	3.16	8	1870	3.0
met5	0	-	54	0.088
Power and IR drop assume default switching activity.
