==> /design/flow/design.v <==
module 	bm_log_all(clock, 
		reset_n, 
		a, 
		b, 
		out1,
		out2,
		out3,
		out4,
		out5,
		out6,
		out7,
		out8,
);
input	clock;
input 	reset_n;
input [32-1:0] a;
input [32-1:0] b;
output [32-1:0] out1;
output [32-1:0] out2;
output [32-1:0] out3;
output [32-1:0] out4;
output [32-1:0] out5;
output [32-1:0] out6;
output [32-1:0] out7;
output [32-1:0] out8;
wire [32-1:0]    out1;
wire [32-1:0]    out2;
wire [32-1:0]    out3;
wire [32-1:0]    out4;
wire [32-1:0]    out5;
wire [32-1:0]    out6;
wire [32-1:0]    out7;
wire [32-1:0]    out8;
assign out1 = a & b;  
assign out2 = a | b;  
assign out3 = a ^ b;  
assign out4 = a ~^ b;  
assign out7 = ~a;  
assign out8 = (a & b) | (a ^ b) | (~a | b);
endmodule
==> /design/flow/run.sh <==
#!/bin/bash
# OpenROAD 26Q1-2900-gdf79404cd8, Yosys 0.63+post, stock flow scripts
make -C /OpenROAD-flow-scripts/flow DESIGN_CONFIG=/design/flow/config.mk WORK_HOME=/design/flow/orfs finish
==> /design/flow/config.mk <==
export PLATFORM = sky130hd
export DESIGN_NAME = bm_log_all
export DESIGN_NICKNAME = bm_log_all
export VERILOG_FILES = /design/flow/design.v
export SDC_FILE = /design/flow/constraint.sdc
export NUM_CORES = 4
export LEC_CHECK = 1
export CORE_AREA = 10 10 131 131
export DIE_AREA = 0 0 141 141
==> /design/flow/constraint.sdc <==
current_design bm_log_all

set clk_period 1.0
set clk_io_pct 0.2

create_clock -name clk0 -period $clk_period

set non_clock_inputs [all_inputs -no_clocks]
set_input_delay [expr $clk_period * $clk_io_pct] -clock clk0 $non_clock_inputs
set_output_delay [expr $clk_period * $clk_io_pct] -clock clk0 [all_outputs]
==> flow_summary.toml <==
# generated from flow reports
[outcome]
status = "complete, no violations"

[place]
routabilityCongestion = 0.815
placed_area_mm2 = 0.00541
hpwlAfterDp_um = 10200
portBuffers = 256

[finish]
fin_area_mm2 = 0.00637
clock_buffers = 0
syn_to_final_growth_pct = 179
drive_gt1_share_pct = 59.7
flops = 0
fill_cells = 1346
logic_area_mm2 = 0.00217
final-seq-area_um2 = 0

[logic_synthesis]
yosys.cell_types.count = 5
postSynthAreaPerCell_um2 = 7.12
ys_area_mm2 = 0.00229
top_area_share_pct = 52.5
syn-cell-area_mm2 = 0.00229
postSynthSeqShare_pct = 0
synthCells = 321
synth.largest_area_cell = "ha_1"
synth_stat.cells = 321
top_cells_by_area = "ha_1 (53%), buf_4 (21%), inv_1 (21%), nand2_1 (5.3%), conb_1 (0.16%)"
yosysWarningCount = 64

[routing]
drcViolationCount = 0
vias_per_cell = 3.43
firstDrtPassIters = 3
num_antenna_cells = 0
routed_wl_um = 11800
vias = 3022
drt_iter0_markers = 16
final_antenna_net_count = 0
routedWlPerCell_um = 13.4

[final_timing]
rsz0062_at_grt = "true"
max_freq_mhz = 1010
period_used_pct = 99.4
setup_violations = 0
hold_ws_ns = 0.689
hold_violations = 0
period_minus_slack_ns = 0.994
drv_slew = 0

[setup_path]
worstPathMaxFanout = 2
start_kind = "primary input"
worst_setup_path_end_kind = "output port"
cp.arrival_ns = 0.79
critPathRequiredTime_ns = 0.80
crit_type = "primary input to output port"

[global_route]
grt_pass1_vias = 3315
grtUsageTotal_pct = 10.9
grt-ovfl-total = 0
antenna_found_initial = 0
grt_max_degree = 3
grt_pass1_wl_um = 17800

[worst_hold_path]
hp-class = "primary input to output port"

[die]
rows = 44
fp_util_pct = 15.8
core_mm2 = 0.0144
die_y_um = 141
dieWidth_um = 141
fp.dieArea_mm2 = 0.0199
io-pin-count = 322

[power_and_ir_drop]
power.density_mw_per_mm2 = 348
ir_worst_vdd_v = 0.000167
p_leak_nw = 3.35
power_mw = 2.21

[flow_run]
warning_count = 100
cap_violations = 0
area by class of cell:
type,instances,area share (%)
multi-input combinational,192,34.1
tap,184,3.62
inverter,128,10.6
timing repair buffer,377,51.7
Yosys cell counts:
master,number
inv_1,128
ha_1,96
buf_4,64
nand2_1,32
conb_1,1
path summary, 6_finish.rpt:
kind | start | to | slack, ns | depth (start not counted)
worst max-delay path | a[1] | out4[1] | 0.006 | 6
worst min-delay path | b[15] | out1[15] | 0.69 | 3
through the flow:
stage	std cells	util [%]	TNS (ns)	setup WS (ns)
floorplan	384	-	0	0.281
CTS	885	44.6	-0.151	-0.0568
global placement	837	37.5	-126.54	-0.813
detailed placement	837	37.5	-126.50	-0.813
global route	881	44.1	-0.0540	-0.0274
finish	881	44.1	0	0.00586
metal layers:
metal | wire, µm | GRT usage (%) | vias to the layer above
li1 | - | - | 1510
met1 | 4140 | 11.1 | 1343
met2 | 6200 | 20.7 | 163
met3 | 1410 | 5.11 | 6
met4 | 76 | 0.489 | 0
met5 | 0 | 0 | -
kinds of logic after synthesis:
group         after synthesis  share of synthesized area [%]
other cells                 1                          0.164
fa+ha+maj                  96                           52.5
simple gates               32                           5.25
buf+inv                   192                           42.0
worst max-delay path, cell delays in order:
cell,delay [ns]
buf_8,0.08
inv_4,0.03
buf_6,0.10
ha_4,0.26
inv_2,0.02
buf_2,0.10
report_power, final:
part	switching, mW	internal, mW
logic	0.775	1.44
registers	0	0
clock network	0	0
cell usage in the layout, fill, tap and decap left out, drive strengths merged:
cell type / synthesis / final
dlygate4sd2: 0 / 58
clkdlybuf4s15: 0 / 51
ha: 96 / 96
inv: 128 / 128
buf: 64 / 240
nand2: 32 / 32
conb: 1 / 64
clkbuf: 0 / 28
what timing repair did:
| action | CTS | global route |
|---|---|---|
| pin swaps | 42 | 22 |
| resized | 961 | 90 |
| setup buffers | 52 | 1 |
| setup endpoints to repair | 192 | 77 |
| hold buffers | 0 | 0 |
